[flow/constraint.sdc]
current_design spi_ram_btn

set clk_period 5.5
set clk_io_pct 0.2

create_clock -name clk0 -period $clk_period [get_ports {clk}]

set non_clock_inputs [all_inputs -no_clocks]
set_input_delay [expr $clk_period * $clk_io_pct] -clock clk0 $non_clock_inputs
set_output_delay [expr $clk_period * $clk_io_pct] -clock clk0 [all_outputs]
[flow/run.sh]
#!/bin/bash
# OpenROAD 26Q1-2900-gdf79404cd8, Yosys 0.63+post, stock flow scripts
make -C /OpenROAD-flow-scripts/flow DESIGN_CONFIG=/design/flow/config.mk WORK_HOME=/design/flow/orfs finish
[flow/design.v]
module spi_ram_btn
#(
  parameter [7:0] c_addr_btn = 8'hFB,  
  parameter [7:0] c_addr_irq = 8'hF1,  
  parameter c_debounce_bits = 20,  
  parameter c_addr_bits = 32,  
  parameter c_sclk_capable_pin = 0  
)
(
  input  wire clk,  
  input  wire csn, sclk, mosi,  
  inout  wire miso,  
  input  wire [6:0] btn,
  output wire irq,
  output wire rd, wr,
  output wire [c_addr_bits-1:0] addr,
  input  wire [7:0] data_in,
  output wire [7:0] data_out
);
  reg R_btn_irq;
  reg [6:0] R_btn, R_btn_latch;
  reg R_spi_rd;
  reg [c_debounce_bits-1:0] R_btn_debounce;
  always @(posedge clk)
  begin
    R_spi_rd <= rd;
    if(rd == 1'b0 && R_spi_rd == 1'b1 && addr[c_addr_bits-1:c_addr_bits-8] == c_addr_irq)
      R_btn_irq <= 1'b0;
    else  
    begin
      R_btn_latch <= btn;
      if(R_btn != R_btn_latch && R_btn_debounce[$bits(R_btn_debounce)-1] == 1 && R_btn_irq == 0)
      begin
        R_btn_irq <= 1'b1;
        R_btn_debounce <= 0;
        R_btn <= R_btn_latch;
      end
      else
        if(R_btn_debounce[$bits(R_btn_debounce)-1] == 1'b0)
          R_btn_debounce <= R_btn_debounce + 1;
    end
  end
  wire [7:0] mux_data_in = addr[c_addr_bits-1:c_addr_bits-8] == c_addr_irq ? {R_btn_irq,7'b0}
                         : addr[c_addr_bits-1:c_addr_bits-8] == c_addr_btn ? {1'b0,R_btn}
                         : data_in;
  assign irq = R_btn_irq;
  spirw_slave_v
  #(
    .c_sclk_capable_pin(c_sclk_capable_pin),
    .c_addr_bits(c_addr_bits)
  )
  spirw_slave_v_inst
  (
    .clk(clk),
    .csn(csn),
    .sclk(sclk),
    .mosi(mosi),
    .miso(miso),
    .wr(wr),
    .rd(rd),
    .addr(addr),
    .data_in(mux_data_in),
    .data_out(data_out)
  );
endmodule
module spirw_slave_v
#(
  parameter c_addr_bits = 16,
  parameter c_sclk_capable_pin = 0  
)
(
  input  wire clk,  
  input  wire csn, sclk, mosi,  
  inout  wire miso,  
  output wire rd, wr,
  output wire [c_addr_bits-1:0] addr,
  input  wire [7:0] data_in,
  output wire [7:0] data_out
);
  reg [c_addr_bits:0] R_raddr;
  reg [8-1:0] R_byte;
  reg R_request_read;
  reg R_request_write;
  localparam c_count_bits=$clog2(c_addr_bits+8)+1;
  reg [c_count_bits-1:0] R_bit_count;
  generate
    if(c_sclk_capable_pin)
    begin
      always @(posedge sclk or posedge csn)
      begin
        if(csn)
        begin
          R_request_read <= 1'b0;
          R_request_write <= 1'b0;
          R_bit_count <= c_addr_bits+7;  
        end
        else  
          begin
            if(R_request_read)
              R_byte <= data_in;
            else
              R_byte <= { R_byte[8-2:0], mosi };
            if(R_bit_count[c_count_bits-1] == 1'b0)  
            begin
              R_raddr <= { R_raddr[c_addr_bits-1:0], mosi };
              R_bit_count <= R_bit_count - 1;
            end
            else  
            begin
              if(R_bit_count[3:0] == 4'd7)  
                R_raddr[c_addr_bits-1:0] <= R_raddr[c_addr_bits-1:0] + 1;
              if(R_bit_count[2:0] == 3'd1)
                R_request_read <= R_raddr[c_addr_bits];
              else
                R_request_read <= 1'b0;
              if(R_bit_count[2:0] == 3'd0)  
              begin
                if(R_raddr[c_addr_bits] == 1'b0)
                  R_request_write <= 1'b1;  
                R_bit_count[3] <= 1'b0;  
              end
              else
                R_request_write <= 1'b0;
              R_bit_count[2:0] <= R_bit_count[2:0] - 1;
            end  
          end  
      end  
    end  
    else  
    begin
      reg R_mosi;
      reg [1:0] R_sclk;
      always @(posedge clk)
      begin
        R_sclk <= {R_sclk[0], sclk};
        R_mosi <= mosi;
      end
      always @(posedge clk)
      begin
        if(csn)
        begin
          R_request_read <= 1'b0;
          R_request_write <= 1'b0;
          R_bit_count <= c_addr_bits+7;  
        end
        else  
        begin
          if(R_sclk == 2'b01)  
          begin
            if(R_request_read)
              R_byte <= data_in;
            else
              R_byte <= { R_byte[8-2:0], mosi };
            if(R_bit_count[c_count_bits-1] == 1'b0)  
            begin
              R_raddr <= { R_raddr[c_addr_bits-1:0], R_mosi };
              R_bit_count <= R_bit_count - 1;
            end
            else  
            begin
              if(R_bit_count[3:0] == 4'd7)  
                R_raddr[c_addr_bits-1:0] <= R_raddr[c_addr_bits-1:0] + 1;
              if(R_bit_count[2:0] == 3'd1)
                R_request_read <= R_raddr[c_addr_bits];
              else
                R_request_read <= 1'b0;
              if(R_bit_count[2:0] == 3'd0)  
              begin
                if(R_raddr[c_addr_bits] == 1'b0)
                  R_request_write <= 1'b1;  
                R_bit_count[3] <= 1'b0;  
              end
              else
                R_request_write <= 1'b0;
              R_bit_count[2:0] <= R_bit_count[2:0] - 1;
            end  
          end  
        end  
      end  
    end  
  endgenerate
  assign rd   = R_request_read;
  assign wr   = R_request_write;
  assign addr = R_raddr[c_addr_bits-1:0];
  assign miso = csn ? 1'bz : R_byte[8-1];
  assign data_out = R_byte;
endmodule
[flow/config.mk]
export PLATFORM = sky130hd
export DESIGN_NAME = spi_ram_btn
export DESIGN_NICKNAME = spi_ram_btn
export VERILOG_FILES = /design/flow/design.v
export SDC_FILE = /design/flow/constraint.sdc
export NUM_CORES = 4
export LEC_CHECK = 1
export CORE_UTILIZATION = 30
==> results.ini <==
[logic_synthesis]
ys_types = 53
edf_count = 75
yosys_warnings = 3
postSynthAreaPerCell_um2 = 10.08
ys_seq_frac = 0.5096
syn-cell-area_mm2 = 0.004970
yosys_cells = 493
postSynthCellCount = 493
synthArstFlopShare = 0
yosys_register_bits = 89
flop_cell = edfxtp_1
yosysChipArea_mm2 = 0.004970

[cts]
clockRootBuffer = clkbuf_16
cts-buffers-inserted = 9
h-tree-depth = 3
cts_setup_buffers = 0
clock_sinks = 89
cts.path.max_buffers = 2
holdBufCountCts = 0
cts_resized = 0

[die]
io_pins = 63
num_rows = 46
die_w_um = 130.7
die_y_um = 130.7
initial_core_util = 0.3106

[place]
gp_congestion = 0.8192
hpwl_um = 7107
placed_area_mm2 = 0.005538
dpl.cell_count = 717
port_buffers = 61

[status]
status = stopped before the end
firstError = [error] [KeplerFormal.cpp:679] Workflow failed: Iso has multiple drivers: .miso0, miso$_DFFE_PP_.Q0
stop_stage = clock tree synthesis (4_1_cts)

[cell families after synthesis]
kind of cell / count (synthesis) / synth area share
multiplexers: 12 / 0.02442
buffers and inverters: 75 / 0.08207
AND-OR/OR-AND: 94 / 0.1203
flip-flops: 89 / 0.5096
adder cells (fa/ha/maj): 6 / 0.01511
AND/OR/NAND/NOR: 194 / 0.2080
XOR/XNOR: 23 / 0.04054
[cell usage after synthesis, types with 6 or more instances]
| library cell | count | area [µm²] |
|---|---|---|
| o21ai_0 | 16 | 80.08 |
| ha_1 | 6 | 75.07 |
| xor2_1 | 9 | 78.83 |
| or3_1 | 6 | 37.54 |
| nand2b_1 | 8 | 50.05 |
| nand2_1 | 35 | 131.4 |
| and4_1 | 6 | 52.55 |
| and3_1 | 9 | 56.30 |
| nand4_1 | 17 | 106.4 |
| buf_4 | 33 | 247.7 |
| a21oi_1 | 34 | 170.2 |
| nor4_1 | 8 | 50.05 |
| o22ai_1 | 8 | 50.05 |
| or4_1 | 9 | 67.56 |
| o31ai_1 | 7 | 52.55 |
| nor2_1 | 43 | 161.4 |
| clkbuf_1 | 18 | 67.56 |
| nor3_1 | 12 | 60.06 |
| xnor2_1 | 14 | 122.6 |
| dfxtp_1 | 14 | 280.3 |
| edfxtp_1 | 75 | 2252 |
| mux2i_1 | 11 | 110.1 |
| o311ai_0 | 6 | 52.55 |
| inv_1 | 19 | 71.32 |
| nand3_1 | 20 | 100.1 |
[per-stage QoR]
| step | worst slack, ns | total power, mW |
|---|---|---|
| floorplan | 2.514 | 0.9321 |
| global placement | 2.082 | 0.9753 |
| detailed placement | 2.057 | 0.9786 |
No activity file was given, so power comes from the tool's default toggle rates.
